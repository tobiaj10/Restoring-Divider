`./config.mk`:
```
export PLATFORM = sky130hd
export DESIGN_NAME = divider
export DESIGN_NICKNAME = divider
export VERILOG_FILES = /design/flow/design.v
export SDC_FILE = /design/flow/constraint.sdc
export NUM_CORES = 4
export LEC_CHECK = 1
export CORE_UTILIZATION = 30
```
`./constraint.sdc`:
```
current_design divider

set clk_period 11.2
set clk_io_pct 0.2

create_clock -name clk0 -period $clk_period [get_ports {clk}]

set non_clock_inputs [all_inputs -no_clocks]
set_input_delay [expr $clk_period * $clk_io_pct] -clock clk0 $non_clock_inputs
set_output_delay [expr $clk_period * $clk_io_pct] -clock clk0 [all_outputs]
```
`./design.v`:
```
`timescale 1ns / 1ps
module divider(
   input clk,
   input clear,
   input [31:0] a,
   input [15:0] b,
   input start,
   output reg [31:0]q,
   output reg [15:0]r,
   output reg ready,
   output reg busy,
   output reg [4:0] counter
);
   reg [16:0] result;
   reg [15:0] reg_r;
   reg [31:0] reg_q;
   wire[31:0] wire_q;
   wire[15:0] wire_r;
   wire[16:0] wire_result;
   subtractor sub(
       .r({reg_r, reg_q[31]}),
       .b({1'b0, b[15:0]}),
       .result(wire_result)
   );
   mux_a muxa(
       .remain({reg_r[14:0], reg_q[31]}),
       .change(wire_result[15:0]),
       .signal(wire_result[16]),
       .result(wire_r)
   );
   mux_b muxb(
       .dividend(a),
       .q_next({reg_q[30:0], ~wire_result[16]}),
       .start(start),
       .q(wire_q)
   );
always @(posedge clk) begin
   if (clear == 0) begin
       reg_r = 0;
       reg_q = 0;
       busy = 0;
       counter = 0;
       ready = 0;  
   end
   else if (start == 1) begin
       reg_q = a;
       q = a;
       reg_r = 0;
       r = 0;
       ready <= 0;
       busy = 1;
   end   
   else if(busy == 1) begin
       counter = counter + 1;
       reg_q = wire_q;
       q = wire_q;
       reg_r = wire_r;
       r = wire_r;
       result = wire_result;
   end
   if(counter == 0 && ready == 0) begin
       busy = 0;
       ready = 1;
   end
end 
endmodule
module subtractor (
   input [16:0] r,
   input [16:0] b,
   output reg [16:0] result
);
always @(*) begin
    result = r - b;
end
endmodule
module mux_a (
   input [15:0] remain,
   input [15:0] change,
   input signal,
   output reg [15:0] result
);
always @(*) begin
   if(signal == 0) begin
       result = change;
   end
   else begin
       result = remain;
   end
end
endmodule
module mux_b(
   input [31:0] dividend,
   input [31:0] q_next,
   input start,
   output reg [31:0] q
);
always @* begin
   case(start)
       1'b1: q <= dividend;
       1'b0: q <= q_next;
   endcase
end
endmodule
```
`./run.sh`:
```
#!/bin/bash
# OpenROAD 26Q1-2900-gdf79404cd8, Yosys 0.63+post, stock flow scripts
make -C /OpenROAD-flow-scripts/flow DESIGN_CONFIG=/design/flow/config.mk WORK_HOME=/design/flow/orfs finish
```
==> flow_summary.json <==
{
  "crit_required_ps": 11270,
  "ys_sh_xor": 0.0284,
  "register_area_mm2": 0.00254,
  "io_pins": 106,
  "crit_buf_inv": 1,
  "async_reset_ff_frac": 0,
  "syn_inst": 450,
  "ys_area_mm2": 0.00493,
  "floorplan.core_util": 0.310,
  "cts_num_sinks": 103,
  "wire_per_inst_um": 14.3,
  "path_clk_slew_ps": 70,
  "skew_ps": 5.76,
  "cts_buffers": 9,
  "logic_area_mm2": 0.00222,
  "vias_per_cell": 4.57,
  "setup_tns_ps": 0,
  "synth-cells-yosys": 450,
  "reg2reg_slack_ps": 8370,
  "ys_warn_count": 4,
  "path_cells": "clkdlybuf4s50_1, ha_1, fa_1, nand2b_1, a21oi_1, o21a_1, o21ai_4, nor2_8, mux2i_1, nor2_1",
  "path_delay_family": "adder cells",
  "die_x_um": 130,
  "rsz0062_at_grt": "false",
  "top_logic_kind": "multiplexers",
  "layout-drive-gt1-share": 0.117,
  "clk_path_buf_depth": 2,
  "drv_slew": 0,
  "area_delta_synth_final_pct": 32.1,
  "rows": 46,
  "cpPeakStageDelay_ps": 440,
  "diodes": 0,
  "hold_violations": 0,
  "hp-class": "flop to flop",
  "die_h_um": 130,
  "setup_viol": 0,
  "end_kind": "flop",
  "root_buffer": "clkbuf_16",
  "drt_pre_antenna_iters": 4,
  "ys_seq_frac": 0.515,
  "post_cts_buffers": 0,
  "core-area_mm2": 0.0159,
  "clock.fmax_ghz": 0.209,
  "ys_ff": 103,
  "cts-hold-fix-buffers": 0,
  "layout_min_cycle_time_ps": 4790,
  "num_vias": 3536,
  "fill_cells": 1558,
  "grt_pass1_wl_um": 17700,
  "portBuffers": 105,
  "warnings": 25,
  "p_total_w": 0.000851,
  "cts_resized": 0,
  "grt_max_degree": 58,
  "cp_max_fo": 17,
  "synthMuxAreaShare": 0.167,
  "drc_errors": 0,
  "grt_usage": 0.138,
  "cap_violations": 0,
  "crit_type": "input pin to flop",
  "overflow": 0,
  "aoi_share": 0.0999,
  "min_period_over_period": 0.428,
  "vdd_drop_max_mv": 0.0644,
  "dp_hpwl_um": 7680,
  "syn_avg_cell_area_um2": 11.0,
  "place_congestion": 0.851,
  "adder_share": 0.0472,
  "edf_count": 48,
  "worst_pin_slew_ps": 905,
  "antenna_left": 0,
  "crit_slowest_cell": "clkdlybuf4s50_1",
  "grt_pass1_vias": 3428,
  "synth_cell_types": 48,
  "antenna_found_initial": 0,
  "drt_wl_total_um": 11100,
  "status": "finished, final reports clean",
  "power.leakage_nw": 2.60,
  "synth-simple-area-share": 0.108,
  "p_per_area_mw_per_mm2": 131,
  "cts_tree": "built",
  "netlist_area_mm2": 0.00493,
  "cp.arrival_ps": 4860,
  "dominantRegCellSynth": "dfxtp_1",
  "htree_levels": 3,
  "start_kind": "input pin",
  "drt-initial-drc-count": 113,
  "clkLatencyLatePin_ps": 340,
  "postLayoutCoreUtil": 0.409,
  "slew_headroom": 0.392,
  "die-area_mm2": 0.0170
}
==> cell usage in the layout (no fill, tap or decap), types with 8 or more instances in the layout <==
| master | instances |
|---|---|
| xor2_1 | 8 |
| mux2_2 | 33 |
| mux2i_1 | 45 |
| nand2_1 | 17 |
| clkbuf_16 | 9 |
| dfxtp_1 | 55 |
| ha_1 | 17 |
| xnor2_1 | 8 |
| edfxtp_1 | 48 |
| nor2_1 | 70 |
| clkdlybuf4s50_1 | 104 |
| inv_1 | 21 |
| o21ai_0 | 21 |
| a21oi_1 | 26 |
==> cells by family after synthesis <==
family | count (synthesis)
AND/OR/NAND/NOR | 117
adder cells (fa/ha/maj) | 18
XOR/XNOR | 16
buffers and inverters | 41
multiplexers | 78
flip-flops | 103
AND-OR/OR-AND | 77
==> routing by layer <==
| metal | wire length, um | GRT usage | vias up | part of all wire |
|---|---|---|---|---|
| met5 | 0 | 0 | - | 0 |
| met2 | 4780 | 0.203 | 67 | 0.43 |
| li1 | - | - | 1810 | - |
| met4 | 187 | 0.0205 | 0 | 0.017 |
| met1 | 5590 | 0.225 | 1649 | 0.50 |
| met3 | 516 | 0.0217 | 10 | 0.047 |
==> flip-flops by register name, indices dropped and copies added, names as in the netlist <==
signal and count:
busy 1, counter 5, q 32, r 16, ready 1, reg_q 32
reg_r 16
==> worst reg2reg max path, cell delays in order (launching register included) <==
cell and delay [ps]:
dfxtp_1 340, inv_1 70, ha_1 210, fa_1 420
nand2b_1 190, a21oi_1 220, o21a_1 280, o21ai_4 120
nor2_8 340, mux2i_1 300, nor2_1 70
==> area by class of cell <==
| type | instances | share of cell area |
|---|---|---|
| clock buffer | 10 | 0.0367 |
| clock inverter | 6 | 0.0115 |
| inverter | 21 | 0.0121 |
| multi-input combinational | 306 | 0.341 |
| sequential | 103 | 0.390 |
| tap | 216 | 0.0415 |
| timing repair buffer | 111 | 0.167 |
==> synthesized netlist by cell type (6+ instances only) <==
master / number / share of area
edfxtp_1: 48 / 0.29
inv_1: 21 / 0.016
xnor2_1: 8 / 0.014
nand2_1: 17 / 0.013
mux2i_1: 45 / 0.091
mux2_2: 33 / 0.075
clkbuf_1: 15 / 0.011
dfxtp_1: 55 / 0.22
o21ai_0: 21 / 0.021
ha_1: 17 / 0.043
a21o_1: 6 / 0.0091
nor2_1: 70 / 0.053
xor2_1: 8 / 0.014
a21oi_1: 26 / 0.026
==> through the flow <==
| stage | instance area, um2 | hold slack, ps | cells | setup WS (ps) |
|---|---|---|---|---|
| floorplan | 4930 | 435 | 450 | 6750 |
| detailed placement | 6210 | 461 | 757 | 6070 |
| CTS | 6520 | 486 | 773 | 6440 |
| global placement | 6210 | 457 | 757 | 6100 |
| finish | 6520 | 487 | 773 | 6410 |
| global route | 6520 | 515 | 773 | 6250 |
==> path summary, 6_finish.rpt <==
path                   from  endpoint  depth (start not counted)
setup / recovery       b[0]      r[9]                         10
hold / removal     reg_r[0]  reg_r[0]                          2
setup reg to reg  reg_q[31]      r[9]                         10
hold reg to reg    reg_r[0]  reg_r[0]                          2
==> report_power, final <==
| group | switching, W | total (W) | leakage, nW | internal, W |
|---|---|---|---|---|
| logic | 0.0000449 | 0.000104 | 1.54 | 0.0000586 |
| clock network | 0.000145 | 0.000328 | 0.152 | 0.000183 |
| registers | 0.00000684 | 0.000420 | 0.913 | 0.000413 |
Power figures rest on the tool's default switching activity, not on a simulated workload.
